<file path="flow/constraint.sdc">
current_design lfsr

set clk_period 3.0
set clk_io_pct 0.2

create_clock -name clk0 -period $clk_period [get_ports {clk}]

set non_clock_inputs [all_inputs -no_clocks]
set_input_delay [expr $clk_period * $clk_io_pct] -clock clk0 $non_clock_inputs
set_output_delay [expr $clk_period * $clk_io_pct] -clock clk0 [all_outputs]
</file>
<file path="flow/design.v">
module lfsr(
	out,
	clk,
	reset_n,
	en
);
parameter max = (2^^64);
output	[63:0]	out;
input		clk, reset_n, en;
logic	[63:0] 	temp;
wire		feedback;
logic	[63:0]	out;
assign feedback = !(out[19] ^ out[6] ^ out[2] ^ out[1]);
always_ff @(posedge clk)
begin
	if(~reset_n)
		out <= 0;
	else if(en)
		out <= {out, feedback};
end
endmodule
</file>
<file path="flow/config.mk">
export PLATFORM = sky130hd
export DESIGN_NAME = lfsr
export DESIGN_NICKNAME = lfsr
export VERILOG_FILES = /design/flow/design.v
export SDC_FILE = /design/flow/constraint.sdc
export NUM_CORES = 4
export LEC_CHECK = 1
export CORE_UTILIZATION = 40
</file>
<file path="flow/run.sh">
#!/bin/bash
# OpenROAD 26Q1-2900-gdf79404cd8, Yosys 0.63+post, stock flow scripts
make -C /OpenROAD-flow-scripts/flow DESIGN_CONFIG=/design/flow/config.mk WORK_HOME=/design/flow/orfs finish
</file>
==> results_dict.tcl <==
# place-and-route summary
set metrics [dict create \
    hold_end "out[0]" \
    first_pass_iters 2 \
    grt_pass1_vias 1463 \
    cts.sinks 64 \
    fin_area_um2 3328 \
    reg2regPathDepth 3 \
    dp_hpwl_mm 2.633 \
    fin_crit_sh 0.6080 \
    syn_area_per_cell_um2 11.66 \
    end_kind "output port" \
    ys_warn_count 1 \
    ir_drop_mv 0.4453 \
    n_antenna_cell 0 \
    vias_per_cell 4.463 \
    regToRegEndpoint "out[0]" \
    status "complete, no violations" \
    yosysSeqAreaShare 0.5232 \
    seq_power_share 0.512 \
    worst-slew-pin-transition_ns 0.5064 \
    min_period_ns 1.824 \
    largest_reg_flops 64 \
    drv_slew 0 \
    internal_power_w 0.001335 \
    drive_above_1_share 0.06810 \
    power_frac_comb 0.043 \
    whs_path_depth 2 \
    die_y_um 80.24 \
    drt-initial-drc-count 45 \
    ys_area_um2 2449 \
    critical_path_class "register to output port" \
    largest_register "out" \
    rows 28 \
    post_cts_buffers 0 \
    overflow 0 \
    fin_setup_tns_ns 0 \
    ctsHtreeMaxLevel 3 \
    clkTransAtPathRegs_ns 0.06 \
    cp.arrival_ns 1.22 \
    switchingPower_w 0.0003349 \
    synth_cells 210 \
    die_w_um 80.24 \
    wirelength_mm 4.281 \
    leakage_nw 1.295 \
    ys_cells 210 \
    clock_power_share 0.445 \
    core-area_um2 5921 \
    hp-class "register to register" \
    grt_use_total 0.1413 \
    antenna_found_initial 0 \
    ys_types 11 \
    ios 67 \
    rr_startpoint "out[19]" \
    slew_headroom 0.6624 \
    rsz0062_at_grt "no" \
    grt_max_degree 37 \
    io_buffers 66 \
    clk_latency_ns 0.32 \
    chip_area_um2 6438 \
    critPathBufInv 1 \
    ant_nets 0 \
    cts-buffers-inserted 9 \
    fp-utilization 0.4136 \
    drc 0 \
    grt_pass1_wl_mm 6.858 \
    cts_tree "done" \
    p_per_area_nw_per_um2 501.7 \
    comb_area_um2 1067 \
    cts_root_buf "clkbuf_8" \
    cpMaxStageDelayCell "clkdlybuf4s50_1" \
    clock_skew_ns 0.005638 \
    hold_buffers 0 \
    ff_latch_area_um2 1281 \
    log.warning_count 25 \
    switching_share 0.2006 \
    cp_top_family "buffers and inverters" \
    numSynthFlops 64 \
    place_congestion 0.6903 \
    wl_per_cell_um 12.09 \
    final_hold_viol_count 0 \
    clk_path_buf_depth 2 \
    holdCritStartpoint "out[0]" \
    nFillCells 539 \
    crit_required_ns 2.40 \
    drv_cap 0 \
    routed-via-count 1580 \
    path_cells "clkdlybuf4s50_1" \
    worstSetupStartpointType "register" \
    max_freq_mhz 548.3 \
    area_delta_synth_final_pct 35.92 \
    cts_resized 0 \
    critical_path.max_fanout 4 \
    synth_area_um2 2449 \
    setup_viol 0 \
    dpl-instance-area_um2 3123 \
    critPathMaxStageDelay_ns 0.51 \
    rrSetupSlack_ns 2.08 \
    top_regs "out x64" \
]
## layout by cell type (no fill, tap or decap), types with 2 or more instances in the layout
master | netlist | layout
buf_4 | 0 | 2
nor2b_1 | 63 | 63
clkinv_2 | 0 | 2
clkbuf_8 | 0 | 12
dfxtp_1 | 64 | 64
mux2i_1 | 63 | 63
xnor2_1 | 2 | 2
clkdlybuf4s50_1 | 0 | 64
## cell usage after synthesis
master / count / area share
buf_6: 6 / 0.028
dfxtp_1: 64 / 0.52
buf_2: 2 / 0.0041
mux2i_1: 63 / 0.26
nand3b_1: 1 / 0.0031
xor2_1: 1 / 0.0036
xnor2_1: 2 / 0.0072
o21ai_1: 1 / 0.0020
clkbuf_1: 6 / 0.0092
nand2_1: 1 / 0.0015
nor2b_1: 63 / 0.16
## power groups by stage
| stage | Sequential, W | Clock (W) | Combinational (W) |
|---|---|---|---|
| CTS | 0.000854 | 0.000771 | 0.0000734 |
| global route | 0.000854 | 0.000809 | 0.0000772 |
| finish | 0.000855 | 0.000743 | 0.0000723 |
## per-layer routing
metal,up-vias,wire length [um],GRT usage
met4,0,64,0.01786
met5,-,0,0
li1,820,-,-
met3,5,364,0.05882
met1,706,2125,0.2161
met2,49,1726,0.1974
## worst max path at each step
stage,depth (start not counted),endpoint,start
final,1,out[19],out[19]
after global routing,1,out[19],out[19]
after CTS,1,out[19],out[19]
## per-stage QoR
| step | setup WS [ns] | power [W] | hold WS, ns | std cells | utilization |
|---|---|---|---|---|---|
| 6_report | 1.176 | 0.001670 | 0.4967 | 354 | 0.5621 |
| 3_5_place_dp | 1.207 | 0.0009471 | 0.4902 | 339 | 0.5275 |
| 4_1_cts | 1.143 | 0.001699 | 0.5017 | 354 | 0.5621 |
| 2_1_floorplan | 1.759 | 0.0009372 | 0.4484 | 210 | - |
| 5_1_grt | 1.105 | 0.001740 | 0.5374 | 354 | 0.5621 |
| 3_3_place_gp | 1.221 | 0.0009472 | 0.4862 | 339 | 0.5275 |
## worst reg2reg max path, cell delays in order, from the launching register on
cell and delay (ns):
dfxtp_1 0.40, xor2_1 0.21, xnor2_1 0.13, o21ai_1 0.08
## final cells by class
cell class,instances,area share
Tap cell,75,0.02820
Clock buffer,12,0.04962
Multi-Input combinational cell,132,0.3207
Clock inverter,3,0.01203
Sequential cell,64,0.3850
Timing Repair Buffer,68,0.2045
## cell families (layout without fill, tap and decap cells)
group / after synthesis / count (layout) / synth area share
simple gates: 65 / 65 / 0.1656
mux: 63 / 63 / 0.2575
flops: 64 / 64 / 0.5233
buf+inv: 14 / 83 / 0.04088
compound gates: 1 / 1 / 0.002042
xor+xnor: 3 / 3 / 0.01073
Power and IR drop assume default switching activity.
